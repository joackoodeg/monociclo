--- ./config.mk ---
export PLATFORM = sky130hd
export DESIGN_NAME = BR
export DESIGN_NICKNAME = BR
export VERILOG_FILES = /design/flow/design.v
export SDC_FILE = /design/flow/constraint.sdc
export NUM_CORES = 4
export LEC_CHECK = 1
export CORE_UTILIZATION = 50
export SYNTH_HDL_FRONTEND = slang
--- ./constraint.sdc ---
current_design BR

set clk_period 5.1
set clk_io_pct 0.2

create_clock -name clk0 -period $clk_period [get_ports {clk}]

set non_clock_inputs [all_inputs -no_clocks]
set_input_delay [expr $clk_period * $clk_io_pct] -clock clk0 $non_clock_inputs
set_output_delay [expr $clk_period * $clk_io_pct] -clock clk0 [all_outputs]
--- ./design.v ---
module BR #(parameter N = 32) (
    input clk,
    input [4:0] a1, a2, a3,
    input [N-1:0] wd3,
    input we,
    output [N-1:0] rd1, rd2
);
    reg [N-1:0] regFile [31:0];  
    assign rd1 = regFile[a1];
    assign rd2 = regFile[a2];
    always @(posedge clk) begin
        if (we) begin
            regFile[a3] <= wd3;
        end
    end
endmodule
--- ./run.sh ---
#!/bin/bash
# OpenROAD 26Q1-2900-gdf79404cd8, Yosys 0.63+post, stock flow scripts
make -C /OpenROAD-flow-scripts/flow DESIGN_CONFIG=/design/flow/config.mk WORK_HOME=/design/flow/orfs finish
==> run notes <==
run results: 1st-iter DRT viols 2501, yosys stat chip area 48790 um^2, # Cells Yosys 3386, DR vias 31720, Hold Buf Count CTS 0, Post-Synthesis Cell Area just under 50000 um^2, Worst Setup Start Kind primary input, top area contributor share 63.03%, FF/Latch Area 30750 um^2, DRT Wirelength 156800 um, setup TNS 0 ps, die area 98830 um^2, Max IR drop VDD 238.6 uV, EDFF count, synth 1024, syn avg cell area about 14 um^2, logic gate share of total power 9.6%, Overflow after GRT 0, max_cap viols 0, CTS root buf clkbuf_16, layout cells sized above 1 11.56%, number of global-route vias before repair 33100, Final setup viols 0, top_reg_cell synth edfxtp_1, Filler cells 7128, H-tree levels 3, Clk network pwr share 41.4%, Seq/Total Area, Yosys around 63%, Reg with most FFs regFile, Largest delay share family, worst path buffers and inverters, Sw Pwr roughly 4.5 mW, CP peak stage delay 630 ps, pre-placement core utilization 50.45%, row cnt 114, vias per cell 6.415, antenna diode count 0, Worst EP required a little over 4000 ps, Area growth syn-to-layout 15.29%, Log Warnings 26, GPL Wtd Cong 0.9360, Sw Ratio a little under a quarter, I/O Buffers 112, WL/cell about 32 um, Die Y 314.4 um, status completed, number of buffers and inverters on the critical path 4, # IOs between 100 and 150, Post-Synthesis Cells 3386, Worst-path clk slew 60 ps, Synth area leaders edfxtp_1 (63%), mux2i_1 (21%), a22oi_1 (3.0%), a22o_1 (2.3%), nand3_1 (2.0%), CTS resizes 0, Synth area leader edfxtp_1, Flops after synth 1024, DR pass1 iterations 7, core area 96710 um^2, Hold Fails Final Rpt 0, initial antenna violation count 2, fmax 203.6 MHz, CTS Sinks 1024, leakage power figure approximately 21 nW, synth unique cells 23, Hold WC Path Type primary input to flip-flop, Worst-Margin Slew 1018 ps, area of placed instances 52650 um^2, CP Cell Sequence clkdlybuf4s50_1, nor2b_4, buf_4, buf_4, a21oi_1, a31oi_1, nand3_1, clkdlybuf4s50_1, design area 56250 um^2, unrepaired setup endpoints after global routing false, YS warnings 0, largest registers in the final layout regFile (1024), Post-DRT Antenna Nets 0, TritonCTS Buffers 111, CTS tree yes, critical path's slowest cell clkdlybuf4s50_1, Slew HR a little under a third, asr flop ratio synth 0%, max reg flops 1024, PD cells ~340 nW/um^2, sequential cell fraction of total power around 49%, kind of critical path primary input to output port, cycle use final 96.29%, logic area 16780 um^2, min Tclk post-route 4911 ps, Internal between 10 and 15 mW, CP arrival 3890 ps, Die X 314.4 um, crit-path max FO 24, Max clock buf depth 3, hpwl dp 92830 um, Crit. End Element output port, pin count of the biggest net entering global routing 55, DRC 0, GR Util All Layers 34.97%, first-pass GRT wire length about 230000 um, Power Total 19.19 mW, Setup Fix Bufs, Post-CTS 0, Slew Viols, Final 0
## power by group through the flow
stage / clock network (mW) / registers, mW / logic [mW]
after CTS: 8.05 / 9.41 / 1.82
after global routing: 8.37 / 9.41 / 1.94
final: 7.94 / 9.41 / 1.83
## cell usage in the layout (no fill, tap or decap), types with 3 or more instances in the layout
cell type,n
clkbuf_1,22
clkbuf_16,112
nor2_4,34
a22oi_1,192
nand3b_1,5
nand2_1,193
or3b_2,3
nor2b_4,4
nand3_1,194
clkdlybuf4s50_1,110
buf_4,151
mux2i_1,1024
nand2b_2,4
a21oi_1,192
clkinv_8,5
clkinv_1,30
edfxtp_1,1024
bufinv_16,12
clkinv_2,22
a22o_1,128
nor3_1,64
a31oi_1,64
clkinvlp_4,4
buf_12,63
## cells by family after synthesis
| kind of cell | after synthesis | share of synthesized area (%) |
|---|---|---|
| and+or+nand+nor | 509 | 4.714 |
| muxes | 1024 | 21.01 |
| buffers and inverters | 253 | 3.211 |
| DFF | 1024 | 63.03 |
| AOI/OAI and AO/OA | 576 | 8.042 |
## layer usage
metal	up-vias	part of all wire, %	track usage (%)
met3	367	15	21.72
met2	2069	45	49.25
met1	15470	35	47.20
li1	13800	-	-
met5	-	0.10	1.451
met4	8	4.2	11.51
## final timing paths
| check | slack [ps] | from | to | cells past startpoint |
|---|---|---|---|---|
| worst min-delay path | 1140 | wd3[26] | regFile[11][26]$_DFFE_PP_ | 2 |
| worst max-delay path | 190 | a2[0] | rd2[17] | 8 |
## synthesized netlist by cell type (4+ instances only)
library cell	number
nand2_1	195
buf_6	45
nand3b_1	5
nand2b_1	4
a22o_1	128
buf_4	47
a21oi_1	192
a22oi_1	192
edfxtp_1	1024
nor2_1	35
a31oi_1	64
clkbuf_1	86
buf_2	70
nor2b_1	4
mux2i_1	1024
nor3_1	64
nand3_1	194
clkbuf_4	4
## stage by stage
stage	hold WS, ps	std cells	setup slack (ps)	utilization (%)
final	1136	4944	189.2	58.16
after global routing	1147	4944	142.6	58.16
after CTS	1105	4944	245.9	58.16
after detailed placement	1854	4735	244.3	54.44
after global placement	1850	4735	297.1	54.44
after floorplan	1119	3386	1646	-
## area by class of cell
class,count,share of cell area [%]
clock buffers,134,5.130
multi-input cells,2109,29.83
clock inverters,75,1.266
repair buffers,326,6.268
well taps,1276,2.838
flip-flops and latches,1024,54.67
No activity file was given, so power comes from the tool's default toggle rates.
