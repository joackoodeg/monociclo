**run.sh**
```bash
#!/bin/bash
# OpenROAD 26Q1-2900-gdf79404cd8, Yosys 0.63+post, stock flow scripts
make -C /OpenROAD-flow-scripts/flow DESIGN_CONFIG=/design/flow/config.mk WORK_HOME=/design/flow/orfs finish
```
**config.mk**
```make
export PLATFORM = sky130hd
export DESIGN_NAME = ALU
export DESIGN_NICKNAME = ALU
export VERILOG_FILES = /design/flow/design.v
export SDC_FILE = /design/flow/constraint.sdc
export NUM_CORES = 4
export LEC_CHECK = 1
export CORE_UTILIZATION = 50
export SYNTH_HDL_FRONTEND = slang
```
**constraint.sdc**
```tcl
current_design ALU

set clk_period 16.5
set clk_io_pct 0.2

create_clock -name clk0 -period $clk_period

set non_clock_inputs [all_inputs -no_clocks]
set_input_delay [expr $clk_period * $clk_io_pct] -clock clk0 $non_clock_inputs
set_output_delay [expr $clk_period * $clk_io_pct] -clock clk0 [all_outputs]
```
**design.v**
```verilog
module ALU (
    input [31:0] srcA,       
    input [31:0] srcB,       
    input [2:0] ALUControl,  
    output reg [31:0] result  
);
    always @(*) begin
        case (ALUControl)
            3'b000: result = srcA + srcB;       
            3'b001: result = srcA - srcB;       
            3'b010: result = srcA & srcB;       
            3'b011: result = srcA | srcB;       
            3'b101: result = (srcA < srcB) ? 32'b1 : 32'b0;  
            default: result = 32'b0;            
        endcase
    end
endmodule
```
==> results.cfg <==
; generated from flow reports
[synthesis]
post_synth_inst_count = 726
yosys-stat-area_um2 = 4710
yosys_warnings = 0
ys_sh_xor_pct = 4.65
synth-compound-area-share_pct = 33.3
ys_cells = 726
netlist-cell-type-count = 64
syn_avg_cell_area_um2 = 6.49
yosys.area_share.adder_pct = 27.4
synth.area.mux_share_pct = 1.97
topCombFamilyByArea = AND-OR/OR-AND gates
mappedNetlistArea_um2 = 4710
seq_area_frac_synth_pct = 0
synth-simple-area-share_pct = 21.3

[pwr]
switching_share_pct = 53.6
power.net_switching_mw = 0.100
power.ir.vdd_worst_mv = 0.0173
power_frac_comb_pct = 100.0
static-leakage-power_nw = 2.63
power_per_cell_area_nw_per_um2 = 32.9
cell_internal_pwr_mw = 0.0868
clock_power_share_pct = 0
power.share.sequential_pct = 0

[placed_design]
gp_routability_congestion = 1.01
dpl.cell_count = 899
dp.final_hpwl_mm = 10.7
buffer_ports.inserted = 99

[finish]
clk_buffers = 0
synthToLayoutAreaGrowth_pct = 20.9
flop_area_um2 = 0
layout-drive-gt1-share_pct = 2.28
seq_cells = 0
post_layout_nonfiller_instances = 899

[critical_path]
startpoint_type_of_the_worst_setup_path = input pin
cp_data_arrival_time_ns = 7.04
required_ns = 13.20
critical_path_maximum_fanout = 7
timing_worst_setup_path_type = in -> out
cp-endpoint = result[17]
timing.critical_path.to_type = primary output
start_point_of_the_critical_path = srcA[7]

[final_timing]
unrepaired_setup_endpoints_after_global_routing = false
tightest_slew_ns = 0.767
finalCriticalPeriod_ns = 10.34
timing.final.setup_violations = 0
finalHoldViolations = 0
hold_ws_ns = 7.60
max-slew-margin-rel_pct = 48.8
maxClockFrequency_mhz = 96.7
count_of_final_max_slew_check_failures = 0
setup_total_negative_slack_ns = 0
period_used_pct = 62.7

[grt]
grt_pass1_vias = 4828
grt.total_usage_pct = 28.8
initial_antenna_violation_count = 0
grt-ovfl-total = 0
grt_first_pass_wirelength_mm = 23.2
grt_max_degree = 54

[detailed_routing]
antenna_violating_nets_post_route = 0
drt_wl_total_mm = 13.5
route.detailed.drc = 0
iter_0_drt_violations = 260
detail_route.antenna_diodes = 0
vias_per_cell = 5.78
wl_per_cell_um = 15.1
drt-pass1-iter-count = 5
via_count = 5197

[die]
row_count = 35
die_width_um = 99.1
fp_util_pct = 51.2
fp.dieArea_um2 = 9810
pin_count = 99
die_height_um = 99.1
core_area_um2 = 9200

[min_path]
min_path_type = in -> out

[clock_network]
cts-resized-gates = 0
cts_setup_buffers = 0
quantity_of_hold_fixing_buffers_added_after_cts = 0

[status]
run_status = finished clean

[flow_run]
log_warnings = 101
max-cap-violations = 0
[kinds of logic (layout without fill, tap and decap cells)]
family	after synthesis	count (layout)
AOI/OAI and AO/OA	242	242
xor gates and xnor gates	25	25
adders and majority gates	102	102
buffers and inverters	139	201
muxes	8	8
and+or+nand+nor	210	210
[stage by stage]
| step | cell area [um^2] | worst slack, ns | power (mW) | util (%) |
|---|---|---|---|---|
| floorplan | 4710 | 7.55 | 0.120 | - |
| global route | 5700 | 5.85 | 0.209 | 61.9 |
| CTS | 5700 | 6.18 | 0.186 | 61.9 |
| detailed placement | 5700 | 6.19 | 0.184 | 61.9 |
| finish | 5700 | 6.16 | 0.187 | 61.9 |
| global placement | 5700 | 6.22 | 0.184 | 61.9 |
[layout make-up]
| class | instances | area (um^2) |
|---|---|---|
| inverter | 98 | 368 |
| timing repair buffer | 103 | 1020 |
| fill | 836 | 3500 |
| multi-input combinational | 587 | 4170 |
| tap | 111 | 139 |
[placed cells by master, fill, tap and decap left out, types with 3 or more instances in the layout]
master,n
and3_1,6
nand2_1,43
o22ai_1,17
nor2b_1,8
ha_1,100
or3_1,6
buf_4,4
nand4b_1,3
a21oi_1,68
a221oi_1,3
clkdlybuf4s50_1,98
o21a_1,7
a31o_2,4
nor2_1,80
a211oi_1,16
nand2b_1,8
nor3_1,16
o21bai_1,4
o211ai_1,7
o21ai_1,3
o31ai_1,12
inv_1,97
nand4_1,5
nor4_1,10
o311ai_0,5
a31oi_1,13
xnor2_1,23
a21o_1,10
nor3b_1,8
nand3_1,8
o21ai_0,49
mux2i_1,7
or4_1,3
[worst min path at each step]
| stage | cells past startpoint | to | from |
|---|---|---|---|
| finish | 4 | result[28] | ALUControl[0] |
| CTS | 4 | result[28] | ALUControl[0] |
| global route | 4 | result[26] | ALUControl[0] |
[power groups by stage]
stage / clock, mW / combinational [mW] / sequential [mW]
global route: 0 / 0.209 / 0
finish: 0 / 0.187 / 0
CTS: 0 / 0.186 / 0
[cells in the mapped netlist (3+ instances only)]
library cell / instances / area (um^2)
nand3_1: 8 / 40.0
mux2i_1: 7 / 70.1
xnor2_1: 23 / 201
nor2b_1: 8 / 50.1
o311ai_0: 5 / 43.8
o21a_1: 7 / 52.6
inv_1: 97 / 364
a31oi_1: 13 / 81.3
nand4b_1: 3 / 26.3
and3_1: 6 / 37.5
o211ai_1: 7 / 52.6
buf_2: 6 / 30.0
nand4_1: 5 / 31.3
or3_1: 6 / 37.5
nand2b_1: 8 / 50.1
o22ai_1: 17 / 106
or4_1: 3 / 22.5
o31ai_1: 12 / 90.1
o21ai_1: 3 / 15.0
o21bai_1: 4 / 30.0
nor4_1: 10 / 62.6
nand2_1: 43 / 161
ha_1: 100 / 1250
a21o_1: 10 / 75.1
a21oi_1: 68 / 340
buf_1: 5 / 18.8
a31o_2: 4 / 35.0
o21ai_0: 49 / 245
nor3b_1: 8 / 60.1
clkbuf_1: 29 / 109
nor2_1: 80 / 300
nor3_1: 16 / 80.1
a221oi_1: 3 / 26.3
a211oi_1: 16 / 120
[critical path, stage by stage]
cell             delay, ns
clkdlybuf4s50_1       0.50
inv_1                 0.06
ha_1                  0.40
or4_1                 0.55
or3_1                 0.32
o22a_2                0.25
o41ai_4               0.48
o22ai_1               0.18
xnor2_1               0.16
nor2_1                0.05
a211oi_1              0.27
clkdlybuf4s50_1       0.52
[metal layers]
layer	track usage, %	vias to the layer above	share of wire [%]	wire length, um
li1	-	2688	-	-
met3	2.16	12	6.9	930
met2	44.6	191	42	5700
met1	44.5	2306	50	6770
met5	0	-	0	0
met4	3.85	0	1.1	143
Power and IR drop assume default switching activity.
