--- /design/flow/config.mk ---
export PLATFORM = sky130hd
export DESIGN_NAME = DM
export DESIGN_NICKNAME = DM
export VERILOG_FILES = /design/flow/design.v
export SDC_FILE = /design/flow/constraint.sdc
export NUM_CORES = 4
export LEC_CHECK = 1
export CORE_UTILIZATION = 40
export SYNTH_HDL_FRONTEND = slang
--- /design/flow/constraint.sdc ---
current_design DM

set clk_period 5.5
set clk_io_pct 0.2

create_clock -name clk0 -period $clk_period [get_ports {clk}]

set non_clock_inputs [all_inputs -no_clocks]
set_input_delay [expr $clk_period * $clk_io_pct] -clock clk0 $non_clock_inputs
set_output_delay [expr $clk_period * $clk_io_pct] -clock clk0 [all_outputs]
--- /design/flow/design.v ---
module DM #(
    parameter N = 32   
)(
    input clk,                   
    input [4:0] addressDM,       
    input [N-1:0] wd,            
    input we,                    
    output [N-1:0] rd            
);
    reg [N-1:0] mem [31:0];  
    integer i;
    initial begin
        for (i = 0; i < 32; i = i + 1) begin
            mem[i] = {N{1'b0}};   
        end
    end
    assign rd = mem[addressDM];
    always @(posedge clk) begin
        if (we) begin
            mem[addressDM] <= wd;
        end
    end
endmodule
--- /design/flow/run.sh ---
#!/bin/bash
# OpenROAD 26Q1-2900-gdf79404cd8, Yosys 0.63+post, stock flow scripts
make -C /OpenROAD-flow-scripts/flow DESIGN_CONFIG=/design/flow/config.mk WORK_HOME=/design/flow/orfs finish
==> impl_metrics.ini <==
; implementation run metrics
[outcome]
status = complete, no violations

[placement]
numPortBuffers = 70
dpl.hpwl_um = 53400
gp_congestion = 0.852

[cells_and_area]
largest_registers = mem x1024
largest_reg_flops = 1024
top_register = mem
area_delta_synth_final_pct = 17.0
drive_gt1_frac = 0.141

[floorplan]
die_w_um = 315
core-area_um2 = 96700
io_pins = 71
die_y_um = 315
rows = 114
initial_core_util = 0.404
die-area_um2 = 99000

[setup_path]
crit_fanout = 25
cp-end-kind = output port
worstPathArrival_ns = 4.19
critPathLaunchType = primary input
worst-setup-path-type = primary input to output port
critPathRequiredTime_ns = 4.40

[synthesis]
syn-cell-area_um2 = 39100
yosys_area_um2 = 39100
numSynthFlops = 1024
ys_types = 22
post_synth.cell_area_avg_um2 = 18.8
syn_inst = 2075
yosys_warnings = 0
yosys-stat-cells = 2075
synth_seq_share = 0.786

[job]
tool_warnings = 26
drv_cap = 0

[power]
power_density_nw_per_um2 = 356
max-vdd-ir-drop_uv = 218
fin_total_pwr_mw = 16.3
p_leak_nw = 15.6

[final_timing]
layout_min_cycle_time_ns = 5.29
setup_violations = 0
hold_slack_ns = 1.23
fin_crit_sh = 0.961
rsz0062_at_grt = false
relSlewSlack = 0.323
setup_tns_ns = 0
timing.fmax_mhz = 189
tightest_slew_ns = 1.01
finalHoldViolCount = 0
slew_viol_final = 0

[global_route]
antenna_found_initial = 4
grt_overflow = 0
grt_pass1_wl_um = 138000
first_global_vias = 21000
grt_usage = 0.211
grt_max_degree = 61

[clock_tree]
cts_hold_buf = 0
cts.sinks = 1024
cts_tree = built
clkTransAtPathRegs_ns = 0.06
post_cts_resize_count = 0
clockRootBuffer = clkbuf_16
h-tree-depth = 3
postCtsSetupBuffers = 0
cts-buffers-inserted = 99
clock_path_buffers = 3

[route]
drc_errors = 0
diodes = 0
viasPerCell = 5.51
first_iter_violations = 1182
wl_per_cell_um = 26.3
drtAntennaViolNets = 0
dr.pass1.iters = 5
routed_wl_um = 94900
vias = 19900

[hold_path]
hold_path_depth = 2
holdCritStartpoint = wd[29]
whs_endpoint = mem[29][29]
hold_class = primary input to flop
[metrics by stage]
| step | setup slack (ns) | area, µm² | cells | util |
|---|---|---|---|---|
| floorplan | 0.731 | 39100 | 2075 | - |
| global placement | 0.380 | 42400 | 3434 | 0.439 |
| detailed placement | 0.308 | 42400 | 3434 | 0.439 |
| CTS | 0.264 | 45700 | 3616 | 0.473 |
| global route | 0.0288 | 45700 | 3616 | 0.473 |
| finish | 0.215 | 45700 | 3616 | 0.473 |
[power breakdown]
part / leakage (nW) / internal (mW) / switching, mW
sequential: 9.22 / 8.68 / 0.0191
clock: 1.60 / 3.99 / 2.82
combinational: 4.82 / 0.317 / 0.473
[layout by cell type, fill, tap and decap left out, types with 13 or more instances in the layout]
master	n
buf_4	104
nor2_4	28
clkbuf_16	101
buf_12	35
mux2i_1	512
clkdlybuf4s50_1	69
nor4_1	64
nand2_1	34
clkbuf_1	22
o22ai_1	256
bufinv_16	13
clkinv_2	21
clkinv_1	15
edfxtp_1	1024
[worst max path at each step]
stage       startpoint     end  slack (ns)  cells past startpoint
4_1_cts   addressDM[2]  rd[15]        0.26                      8
5_1_grt   addressDM[4]  rd[15]        0.03                      6
6_report  addressDM[2]  rd[15]        0.21                      8
[cell type report]
cell class	instances	area, µm²
fill	7860	51000
multi-input combinational	925	7900
clock buffer	123	2610
tap	1276	1600
timing repair buffer	209	2190
sequential	1024	30700
clock inverter	59	694
[cells by family (layout without fill, tap and decap cells)]
kind of cell	Yosys count	after routing	share of synthesized area
flops	1024	1024	0.786
buf+inv	126	391	0.0185
mux	512	512	0.131
simple gates	157	157	0.0230
compound gates	256	256	0.0410
[critical path, stage by stage]
cell and delay (ns):
clkdlybuf4s50_1 0.75, buf_4 0.28, nand4bb_2 0.23, buf_12 0.26, o22ai_1 0.13, nor4_1 0.75, nand2_1 0.21, clkdlybuf4s50_1 0.45
[Yosys cell counts]
master | count | area (µm²)
nand3_1 | 2 | 10.0
nand3b_1 | 4 | 30.0
buf_4 | 2 | 15.0
or4b_1 | 1 | 10.0
edfxtp_1 | 1024 | 30700
buf_6 | 19 | 214
or4_4 | 1 | 11.3
or3b_2 | 3 | 26.3
nor2_1 | 29 | 109
buf_2 | 81 | 405
nand4bb_1 | 6 | 67.6
clkbuf_1 | 23 | 86.3
nor3_1 | 4 | 20.0
buf_1 | 1 | 3.75
nand4b_1 | 4 | 35.0
or3_1 | 1 | 6.26
o22ai_1 | 256 | 1600
nand4_1 | 1 | 6.26
or4b_4 | 3 | 41.3
nand2_1 | 34 | 128
mux2i_1 | 512 | 5120
nor4_1 | 64 | 400
[metal layers]
| metal | GRT usage | vias up | routed length, µm |
|---|---|---|---|
| li1 | - | 8865 | - |
| met1 | 0.257 | 9694 | 32500 |
| met2 | 0.311 | 1189 | 44200 |
| met3 | 0.158 | 173 | 15600 |
| met4 | 0.0434 | 14 | 2460 |
| met5 | 0.0121 | - | 197 |
Power figures rest on the tool's default switching activity, not on a simulated workload.
